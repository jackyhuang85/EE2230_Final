--- /design/flow/run.sh ---
#!/bin/bash
# OpenROAD 26Q1-2900-gdf79404cd8, Yosys 0.63+post, stock flow scripts
make -C /OpenROAD-flow-scripts/flow DESIGN_CONFIG=/design/flow/config.mk WORK_HOME=/design/flow/orfs finish
--- /design/flow/constraint.sdc ---
current_design LCDctl

set clk_period 4.5
set clk_io_pct 0.2

create_clock -name clk0 -period $clk_period [get_ports {clk}]

set non_clock_inputs [all_inputs -no_clocks]
set_input_delay [expr $clk_period * $clk_io_pct] -clock clk0 $non_clock_inputs
set_output_delay [expr $clk_period * $clk_io_pct] -clock clk0 [all_outputs]
--- /design/flow/design.v ---
`timescale 1ns / 1ps
`timescale 1ns / 1ps
`timescale 1ns / 1ps
`timescale 1ns / 1ps
`timescale 1ns / 1ps
`timescale 1ns / 1ps
`timescale 1ns / 1ps
module LCDctl(
	clk,  
	rst_n,  
	data_ack,  
	data,  
	lcd_di,  
	lcd_rw,  
	lcd_en,  
	lcd_rst,  
	lcd_cs,  
	lcd_data,  
	addr,  
	data_request,  
	speed
);
	input [1:0]speed;
	input clk;  
	input rst_n;  
	input data_ack;  
	input [7:0] data;  
	output lcd_di;  
	output lcd_rw;  
	output lcd_en;  
	output lcd_rst;  
	output [1:0] lcd_cs;  
	output [7:0] lcd_data;  
	output [5:0] addr;  
	output data_request;  
	reg lcd_di;  
	reg lcd_rw;  
	reg [7:0] lcd_data;  
	reg lcd_di_next;  
	reg lcd_rw_next;  
	reg [7:0] lcd_data_next;  
	reg data_request;  
	reg data_request_next;  
	reg lcd_en;  
	wire lcd_en_next;  
	reg [2:0] state;  
	reg [2:0] state_next;  
	reg [6:0] counter_y;  
	reg [6:0] counter_y_next;  
	reg [3:0] counter_page;  
	reg [3:0] counter_page_next;  
	reg [1:0] speed_image;
	reg left_right_image, left_right_image_next;
	reg [6:0] idle_counter;  
	reg [6:0] idle_counter_next;  
	assign addr = {speed_image, left_right_image, counter_page[2:0]};
	assign lcd_rst = rst_n;
	assign lcd_cs = (left_right_image == 0) ? 2'b10 : 2'b01;
	assign lcd_en_next = ~lcd_en;
	always@(*)
		case(speed)
			2'b00:  
				speed_image = 2'b00;
			2'b01:  
				speed_image = 2'b10;
			2'b10:  
				speed_image = 2'b01;
			2'b11:  
				speed_image = 2'b11;
		endcase
	always@(*) begin
		{lcd_di_next, lcd_rw_next, lcd_data_next} = 10'b0_0_00111111;
		state_next = state;
		counter_page_next = counter_page;
		counter_y_next = counter_y;
		left_right_image_next = left_right_image;
		idle_counter_next = idle_counter;
		data_request_next = data_request;
		if (~lcd_en) begin
			case(state)
				3'b000: begin
					{lcd_di_next, lcd_rw_next, lcd_data_next} = 10'b0_0_11000000;
					state_next = 3'b001;
					counter_y_next = 7'd0;
					counter_page_next = 4'd0;
				end
				3'b001: begin
					if(counter_page <= 4'd7 && counter_y < 7'd63) begin
						{lcd_di_next, lcd_rw_next, lcd_data_next} = 10'b1_0_00000000;
						counter_y_next = counter_y + 1'b1;
					end
					else if(counter_page <= 4'd7 && counter_y == 7'd63) begin
						{lcd_di_next, lcd_rw_next, lcd_data_next} = 10'b1_0_00000000;
						counter_y_next = counter_y + 1'b1;
						counter_page_next = counter_page + 1'b1;
					end
					else if(counter_page <= 4'd7 && counter_y == 7'd64) begin
						{lcd_di_next, lcd_rw_next, lcd_data_next} = 10'b1_0_00000000;
						counter_y_next = 7'b0;
					end
					else if(counter_page == 4'd8 && counter_y == 7'd64) begin
						{lcd_di_next, lcd_rw_next, lcd_data_next} = {4'b0_0_01, 6'b0};
						counter_y_next = counter_y + 1'b1;
					end
					else if(counter_page == 4'd8 && counter_y == 7'd65) begin
						{lcd_di_next, lcd_rw_next, lcd_data_next} = {7'b0_0_10111, 3'd0};
						counter_y_next = 7'd0;
						counter_page_next = 4'b0;
						state_next = 3'b010;
					end
				end
				3'b010: begin
					{lcd_di_next, lcd_rw_next, lcd_data_next} = 10'b0_0_00111111;
					if(idle_counter >= 7'd100) begin
						state_next = 3'b011;
						idle_counter_next = 7'd0;
						counter_y_next = 7'd0;
						counter_page_next = 4'd0;
					end
					else begin
						state_next = 3'b010;
						idle_counter_next = idle_counter + 1'b1;
					end
				end
				3'b011: begin
					data_request_next = 1'b1;
					if (data_ack == 1'b1) begin
						state_next = 3'b100;
						data_request_next = 1'b0;
						counter_y_next = 7'd0;
						{lcd_di_next, lcd_rw_next, lcd_data_next} = {7'b0_0_10111, counter_page[2:0]};
					end
				end
				3'b100: begin
					if(counter_y < 7'd63) begin
						{lcd_di_next, lcd_rw_next, lcd_data_next} = {2'b1_0, data};
						counter_y_next = counter_y + 1'b1;
					end
					else if(counter_y == 7'd63) begin
						{lcd_di_next, lcd_rw_next, lcd_data_next} = {2'b1_0, data};
						counter_y_next = counter_y + 1'b1;
						counter_page_next = counter_page + 1'b1;
					end
					else if(counter_y == 7'd64) begin
						counter_y_next = 7'd0;
						if (counter_page == 4'd8) begin
							state_next = 3'b011;
							left_right_image_next = left_right_image + 1'b1;
						end
						else state_next = 3'b011;
					end
				end
			endcase
		end
	end
	always @(posedge clk or negedge rst_n)
		if(~rst_n) begin
			state <= 3'd0;
			counter_y <= 7'd0;
			counter_page <= 4'd0;
			idle_counter <= 14'd0;
			data_request <= 1'b0;
			lcd_di <= 1'b0;
			lcd_rw <= 1'b0;
			lcd_data <= 8'd0;
			lcd_en <= 1'b0;
			left_right_image <= 1'b0;
		end
		else begin
			state <= state_next;
			counter_y <= counter_y_next;
			counter_page <= counter_page_next;
			idle_counter <= idle_counter_next;
			data_request <= data_request_next;
			lcd_di <= lcd_di_next;
			lcd_rw <= lcd_rw_next;
			lcd_data <= lcd_data_next;
			lcd_en <= lcd_en_next;
			left_right_image <= left_right_image_next;
		end
endmodule
--- /design/flow/config.mk ---
export PLATFORM = sky130hd
export DESIGN_NAME = LCDctl
export DESIGN_NICKNAME = LCDctl
export VERILOG_FILES = /design/flow/design.v
export SDC_FILE = /design/flow/constraint.sdc
export NUM_CORES = 4
export LEC_CHECK = 1
export CORE_AREA = 10 10 110 110
export DIE_AREA = 0 0 120 120
==> out/metrics.cfg <==
[run_status]
result_of_the_run=completed

[drt]
drc=0
route.detailed.wl_per_inst_um=13.16
ratio_of_routed_vias_to_standard_cells=4.515
drc_violation_total_after_the_first_tritonroute_iteration=88
number_of_antenna_diodes=0
drt-pass1-iter-count=5
antenna_violating_nets_post_route=0
vias=1675
routed_wl_mm=4.883

[clock_network]
numClockSinks=35
cts_made_buffers=5
clkTransAtPathRegs_ns=0.07
post_cts_buffers=0
cts.repair.resized=0
cts_buffer_depth=2
cts_htree_levels=2
clk_latency_ns=0.29
cts.hold.buffers_added=0
root_buffer_selected_by_cts=clkbuf_8
tritoncts_clock_tree=yes

[cells_and_area]
register_area_um2=877.1
area.growth.synth_to_final_pct=20.51
layout-drive-gt1-share_pct=9.244
final-instance-count-excl-fill=371
fillCellCount=1030
logic_area_mm2=0.001080

[synth]
yosys.area.top_type=dfrtp_1
yosys.area_share.simple_pct=20.80
synth.yosys.seq_area_share_pct=41.43
proportion_of_synthesized_flip_flops_having_asynchronous_set_or_reset_pct=100.0
aoi_share_pct=22.10
synth.yosys.num_cells=218
synthDistinctLibCells=59
yosys_warning_tally=1
yosys-top-cells-count=34 x dfrtp_1, 17 x nor2_1, 16 x inv_1
yosys_most_used_dff=dfrtp_1
yosys.stat.chipArea_mm2=0.002117
synthMuxAreaShare_pct=2.128
synthTopLogicFamily=AND-OR/OR-AND gates
top_cell=dfrtp_1
synth.avg_cell_area_um2=9.711
synth.cellmix.xorXnorShare_pct=1.655
synthesis.area_mm2=0.002117
synth-edff-count=0
total_of_flip_flops_plus_latches_after_synthesis=35
syn_inst=218
synthAdderAreaFrac_pct=4.137
synth_largest_type_area_fraction_pct=40.19
topCellsByArea=dfrtp_1 40%, ha_1 4.1%, nor2_1 3.0%

[placement]
hpwlAfterDp_mm=3.702
placed_cells=363
globalplace.congestion=0.8708
port_buffers=28
detailedPlace.worstSlack_ns=1.605

[final_timing]
tightestPinTransition_ns=0.6365
skew_ns=0.01294
final.min_clock_period_ns=2.832
fmax_mhz=353.1
post-route-period-util_pct=62.93
report.final.slew_viol_count=0
hold_violations=0
grt_setup_unrepaired=false
timing.final.ws_setup_ns=1.668
fin_setup_tns_ns=0
setup-violations-final=0
maxSlewHeadroom_pct=57.50
hold_ws_ns=0.5303

[grt]
groute.layer.met2.usage_pct=11.18
busiest_layer=met2
grt_usage_pct=6.835
grt_total_ovfl=0
number_of_antenna_violations_at_the_first_check_in_global_routing=0
grt_use_met3_pct=2.332
use_met1_pct=8.979
global_route_wire_length_before_repair_mm=8.259
grt_start_max_net_pins=37
first_global_vias=1635

[setup_path]
worst_ep_required_time_ns=3.60
startpoint_type=primary input
critical_path_class=primary input to output port
worst_path_fanout_max=36
worst_setup_path_end_kind=output port
worst_ep_arrival_time_ns=1.93

[floorplanning]
die-height_um=120
floorplan.io_pins=34
rows=36
die.size.x_um=120
chip_area_mm2=0.01440
design.core.area_mm2=0.009774
fp_util_pct=21.66

[flow_run]
maxCapViolCount=0
openroad.warnings=30

[min_path]
hold_path_class=flop to flop

[power_and_ir_drop]
ir_drop_mv=0.1129
static-leakage-power_nw=1.037
power_per_cell_area_mw_per_mm2=323.2
power.total_w=0.0008245

-- metrics by stage --
stage	cell area, um2	util (%)
floorplan	2117	-
CTS	2551	26.10
finish	2551	26.10
global route	2551	26.10
detailed placement	2466	25.23
global placement	2466	25.23
-- report_power, final --
part / switching [W] / internal (W)
registers: 0.0000533 / 0.000345
clock network: 0.000115 / 0.000108
logic: 0.0000951 / 0.000109
total: 0.000263 / 0.000561
-- cell type report --
type                    instances  share of cell area [%]
multi-input cells             150                   42.32
well taps                     133                   6.523
inverters                      16                   2.354
flip-flops and latches         35                   34.38
clock inverters                 2                  0.4904
clock buffers                   6                   2.845
repair buffers                 29                   11.08
-- metal layers --
metal	routed length, um	vias up
met4	43	0
met5	0	-
met2	2380	28
li1	-	828
met3	258	6
met1	2201	813
-- placed cells by master, fill, tap and decap left out, types with 3 or more instances in the layout --
cell type | synthesis | routed
ha_1 | 7 | 7
nor3_1 | 3 | 3
nor3b_1 | 3 | 3
and3_1 | 5 | 5
inv_1 | 16 | 16
nor2b_1 | 4 | 4
a21o_1 | 3 | 3
nand4_1 | 4 | 4
xnor2_1 | 3 | 3
clkbuf_8 | 0 | 5
dfrtp_1 | 34 | 34
a21oi_1 | 9 | 9
clkdlybuf4s50_1 | 0 | 27
a211o_1 | 3 | 3
mux2i_1 | 3 | 3
and2_1 | 3 | 3
nand2_1 | 10 | 10
o211ai_1 | 3 | 3
nand3_1 | 8 | 8
o21ai_0 | 11 | 11
o2111ai_1 | 5 | 5
nor2_1 | 17 | 17
o2bb2ai_1 | 4 | 4
nand2b_1 | 4 | 4
-- flip-flops by register name, indices dropped and copies added, names as in the netlist, 4 cells and up --
signal        count
lcd_data          8
counter_page      4
counter_y         7
idle_counter      7
state             5
-- path summary, 6_finish.rpt --
kind	startpoint	to	slack (ns)	depth (start not counted)
setup / recovery	rst_n	lcd_rst	1.67	3
hold / removal	idle_counter[6]	idle_counter[6]	0.53	2
setup reg to reg	counter_y[0]	counter_y[4]	2.30	6
hold reg to reg	idle_counter[6]	idle_counter[6]	0.53	2
max in group asynchronous	rst_n	state[0]	3.51	2
min in group asynchronous	rst_n	left_right_image	0.65	2
-- logic make-up after synthesis --
kind of cell,Yosys count
compound gates,59
flops,35
other cells,1
simple gates,75
fa+ha+maj,7
xor+xnor,4
mux,4
buf+inv,33
-- critical path, stage by stage --
cell and delay, ns:
buf_2 0.08, buf_4 0.39, clkdlybuf4s50_1 0.55
Power and IR drop assume default switching activity.
