==> /design/flow/design.v <==
`timescale 1ns / 1ps
`timescale 1ns / 1ps
`timescale 1ns / 1ps
`timescale 1ns / 1ps
`timescale 1ns / 1ps
`timescale 1ns / 1ps
module lcd_ctrl(
  clk,  
  rst_n,  
  data_ack,  
  data,  
  lcd_di,  
  lcd_rw,  
  lcd_en,  
  lcd_rst,  
  lcd_cs,  
  lcd_data,  
  addr,  
  data_request  
);
input clk;  
input rst_n;  
input data_ack;  
input [7:0] data;  
output lcd_di;  
output lcd_rw;  
output lcd_en;  
output lcd_rst;  
output [1:0] lcd_cs;  
output [7:0] lcd_data;  
output [6:0] addr;  
output data_request;  
reg lcd_di;  
reg lcd_rw;  
reg [7:0] lcd_data;  
reg lcd_di_next;  
reg lcd_rw_next;  
reg [7:0] lcd_data_next;  
reg data_request;  
reg data_request_next;  
reg lcd_en;  
wire lcd_en_next;  
reg [2:0] state;  
reg [2:0] state_next;  
reg [7:0] counter_y;  
reg [7:0] counter_y_next;  
reg [3:0] counter_page;  
reg [3:0] counter_page_next;  
reg [3:0] image;  
reg [3:0] image_next;  
reg [13:0] idle_counter;  
reg [13:0] idle_counter_next;  
reg [16:0] last_counter, last_counter_next;
assign addr = {image, counter_page[2:0]};
assign lcd_rst = rst_n;
assign lcd_cs = 2'b11;
always @*
begin
  {lcd_di_next,lcd_rw_next,lcd_data_next} = 10'b0_0_00111111;
  state_next = state;
  counter_page_next = counter_page;
  counter_y_next = counter_y;
  image_next = image;
  idle_counter_next = idle_counter;
  data_request_next = data_request;
  last_counter_next = last_counter;
  if (~lcd_en)
  begin
    case (state)
      3'b000:
      begin
        {lcd_di_next,lcd_rw_next,lcd_data_next} = 10'b0_0_11000000;
        state_next = 3'b001;
        counter_y_next = 7'd0;
        counter_page_next = 4'd0;
      end
      3'b001:
      begin
        if (counter_page<=4'd7 && counter_y<7'd63)
        begin
          {lcd_di_next,lcd_rw_next,lcd_data_next} = 10'b1_0_00000000;			 
          counter_y_next = counter_y + 1'b1;
        end  
        else if (counter_page<=4'd7 && counter_y == 7'd63)
        begin
          {lcd_di_next,lcd_rw_next,lcd_data_next} = 10'b1_0_00000000;
          counter_y_next = counter_y + 1'b1;
          counter_page_next = counter_page + 1'b1;
        end  
        else if (counter_page<=4'd7 && counter_y == 7'd64)
        begin
          {lcd_di_next,lcd_rw_next,lcd_data_next} = {7'b0_0_10111, counter_page[2:0]};
          counter_y_next = 7'b0;
        end  
        else if (counter_page==4'd8 && counter_y==7'd64)
        begin
          {lcd_di_next,lcd_rw_next,lcd_data_next} = {4'b0_0_01, 6'b0};
          counter_y_next = counter_y + 1'b1;
        end  
        else if (counter_page==4'd8 && counter_y==7'd65)
        begin
          {lcd_di_next,lcd_rw_next,lcd_data_next} = {7'b0_0_10111, 3'd0};
          counter_y_next = 7'd0;
          counter_page_next = 4'b0;
          state_next = 3'b010;
          image_next = 4'd0;
        end  
      end
      3'b010:
      begin
        {lcd_di_next,lcd_rw_next,lcd_data_next} = 10'b0_0_00111111;
        if (idle_counter >= 14'd10000)
        begin
          state_next = 3'b011;
          idle_counter_next = 14'd0;
          counter_y_next = 7'd0;
          counter_page_next = 4'd0;
        end
        else
        begin
          state_next = 3'b010;
          idle_counter_next = idle_counter + 1'b1;
        end
      end
      3'b011:
      begin
        data_request_next = 1'b1;
        if (data_ack == 1'b1)
        begin
          state_next = 3'b100;
          data_request_next = 1'b0;
          counter_y_next = 7'd0;
          {lcd_di_next,lcd_rw_next,lcd_data_next} = {7'b0_0_10111, counter_page[2:0]};
        end
      end
      3'b100:
      begin
        if (counter_y<7'd63)
        begin
          {lcd_di_next,lcd_rw_next,lcd_data_next} = {2'b1_0,data};
          counter_y_next = counter_y + 1'b1;
        end
        else if (counter_y==7'd63)
        begin
          {lcd_di_next,lcd_rw_next,lcd_data_next} = {2'b1_0,data};
          counter_y_next = counter_y + 1'b1;
          counter_page_next = counter_page + 1'b1;
        end
        else if (counter_y==7'd64)
        begin
          counter_y_next = 7'd0;
          if (counter_page==4'd8)
          begin
			if(image == 4'd8) begin image_next = 4'd0; state_next = 3'b101; end
			else begin image_next = image + 1'b1; state_next = 3'b010; end 
          end
          else
            state_next = 3'b011;
        end
      end
	  3'b101:
		begin
			if(last_counter == 17'd50000) begin state_next = 3'b010; last_counter_next = 17'd0; end
			else begin state_next = 3'b101; last_counter_next = last_counter + 1'd1; end
		end
    endcase
  end
end
always @(posedge clk or negedge rst_n)
  if (~rst_n)
  begin
    state <= 3'd0;
    counter_y <= 7'd0;
    counter_page <= 4'd0;
    image <= 4'd0;
    idle_counter <= 14'd0;
    data_request <= 1'b0;
    lcd_di <= 1'b0;
    lcd_rw <= 1'b0;
    lcd_data <= 8'd0;
    lcd_en <= 1'b0;
  end
  else
  begin
    state <= state_next;
    last_counter <= last_counter_next;
	counter_y <= counter_y_next;
    counter_page <= counter_page_next;
    image <= image_next;
    idle_counter <= idle_counter_next;
    data_request <= data_request_next;
    lcd_di <= lcd_di_next;
    lcd_rw <= lcd_rw_next;
    lcd_data <= lcd_data_next;
    lcd_en <= lcd_en_next;
  end
assign lcd_en_next = ~lcd_en;
endmodule
==> /design/flow/run.sh <==
#!/bin/bash
# OpenROAD 26Q1-2900-gdf79404cd8, Yosys 0.63+post, stock flow scripts
make -C /OpenROAD-flow-scripts/flow DESIGN_CONFIG=/design/flow/config.mk WORK_HOME=/design/flow/orfs finish
==> /design/flow/config.mk <==
export PLATFORM = sky130hd
export DESIGN_NAME = lcd_ctrl
export DESIGN_NICKNAME = lcd_ctrl
export VERILOG_FILES = /design/flow/design.v
export SDC_FILE = /design/flow/constraint.sdc
export NUM_CORES = 4
export LEC_CHECK = 1
export CORE_UTILIZATION = 30
==> /design/flow/constraint.sdc <==
current_design lcd_ctrl

set clk_period 3.7
set clk_io_pct 0.2

create_clock -name clk0 -period $clk_period [get_ports {clk}]

set non_clock_inputs [all_inputs -no_clocks]
set_input_delay [expr $clk_period * $clk_io_pct] -clock clk0 $non_clock_inputs
set_output_delay [expr $clk_period * $clk_io_pct] -clock clk0 [all_outputs]
==> qor.tcl <==
set qor(finalHoldViolations) 0
set qor(detail_route.vias_per_cell) 5.07
set qor(ys_area_mm2) 0.00366
set qor(globalRoute.totalOverflow) 0
set qor(post_cts_buffers) 0
set qor(insertedDiodeCount) 0
set qor(cp-start-kind) {flop}
set qor(worstReg2RegEnd) {counter_y[2]}
set qor(grt_antenna_before_repair) 0
set qor(numSynthFlops) 64
set qor(synth_warnings) 1
set qor(timing.final.max_slew_violations) 0
set qor(cts_tree) {built}
set qor(post_synth.cell_area_avg_um2) 9.83
set qor(critPathCaptureType) {flop}
set qor(vdd_ir_drop_max_mv) 0.328
set qor(largest_net_degree_at_the_start_of_global_routing) 48
set qor(number_of_design_rule_violations_left_after_detail_routing) 0
set qor(layout.area.seq_mm2) 0.00169
set qor(worst_r2r_startpoint) {counter_y[0]}
set qor(layout.area.comb_mm2) 0.00176
set qor(cap_viol_max_count) 0
set qor(num_io_pins) 33
set qor(worst_pin_slew_ns) 0.812
set qor(setup_violations) 0
set qor(finalWeightedCongestion) 0.948
set qor(cp_data_required_time_ns) 3.90
set qor(routed_wire_length_per_instance_um) 14.0
set qor(seq_area_frac_synth_pct) 46.2
set qor(clock_latency_ns) 0.33
set qor(drt-total-wl_um) 7610
set qor(placed_cells_incl_taps) 529
set qor(skew_ns) 0.00873
set qor(detail-route-antenna-nets) 0
set qor(drive_above_1_share_pct) 8.96
set qor(layout.cells.most_common_list) {sky130_fd_sc_hd__dfrtp_1 (46), sky130_fd_sc_hd__nor2_1 (41), sky130_fd_sc_hd__clkdlybuf4s50_1 (28)}
set qor(finalCritPeriodShare_pct) 67.1
set qor(stage_log_warnings) 32
set qor(hpwlAfterDp_um) 5450
set qor(max-slew-margin-rel_pct) 45.9
set qor(synthesis.instances) 372
set qor(clock-root-buffer) {sky130_fd_sc_hd__clkbuf_16}
set qor(ys_cells) 372
set qor(clk_pin_slew_ns) 0.05
set qor(power.leakage_uw) 0.00171
set qor(worstPathMaxFanout) 10
set qor(edf_count) 17
set qor(power-per-cell-area_mw_per_mm2) 409
set qor(netlist_area_mm2) 0.00366
set qor(ff_type) {sky130_fd_sc_hd__dfrtp_1}
set qor(critical_path.endpoint) {counter_y[2]}
set qor(worstSetupStartpoint) {counter_y[0]}
set qor(layout.cells.most_common) {sky130_fd_sc_hd__dfrtp_1}
set qor(first_pass_grt_wire_length_um) 13200
set qor(via_count_of_the_first_global_routing_pass) 2691
set qor(post_route_insts_no_fill) 545
set qor(cts-htree-levels) 3
set qor(timing.hold.ws_ns) 0.521
set qor(worstPathArrival_ns) 2.68
set qor(period_minus_slack_ns) 2.48
set qor(post_cts.resized_instances) 0
set qor(grt_setup_unrepaired) {false}
set qor(placement_rows) 39
set qor(initial_utilization_pct) 31.3
set qor(synthDistinctLibCells) 61
set qor(holdCritPathClass) {flop to flop}
set qor(timing.reg2reg.worst_path_depth) 7
set qor(chip_area_mm2) 0.0126
set qor(ys_async_sr_fraction_pct) 73.4
set qor(port_buffers) 29
set qor(cts.sink_count) 64
set qor(die_width_um) 112
set qor(regToRegSetupSlack_ns) 1.22
set qor(setup_tns_ns) 0
set qor(result_of_the_run) {finished, final reports clean}
set qor(dr_total_vias) 2765
set qor(cts_buffers) 9
set qor(n_fill_cell) 1124
set qor(clk_path_buf_depth) 2
set qor(path_class) {flop to flop}
set qor(placement.setup.worst_slack_ns) 1.08
set qor(finalWorstSetupSlack_ns) 1.22
set qor(number_of_hold_buffers_added_after_cts) 0
set qor(drtIter0Drc) 140
set qor(core-area_mm2) 0.0117
set qor(clock.fmax_mhz) 403
set qor(gr_util_all_layers_pct) 13.2
set qor(chip_height_um) 112
set qor(firstDrtPassIters) 4
set qor(area_growth_syn_to_layout_pct) 17.2
[how the worst min path moves through the flow]
stage | startpoint | end | slack, ns | cells after the start
CTS | idle_counter[4] | idle_counter[4] | 0.52 | 1
global route | state[0] | state[0] | 0.56 | 2
finish | idle_counter[4] | idle_counter[4] | 0.52 | 1
[final cells by class]
class	instances	share of cell area, %
multi-input combinational	269	41.1
clock inverter	7	1.14
tap	143	4.18
clock buffer	9	5.26
sequential	64	39.4
timing repair buffer	31	7.01
inverter	22	1.93
[critical path: stages (launching register included)]
cell and delay (ns):
sky130_fd_sc_hd__dfrtp_1 0.44, sky130_fd_sc_hd__inv_1 0.08, sky130_fd_sc_hd__ha_1 0.39, sky130_fd_sc_hd__a21oi_1 0.08, sky130_fd_sc_hd__a21oi_1 0.28, sky130_fd_sc_hd__o211ai_2 0.18
sky130_fd_sc_hd__or3_1 0.52, sky130_fd_sc_hd__o41ai_1 0.39
[synthesized netlist by cell type (2+ instances only)]
library cell | count | area (um2)
sky130_fd_sc_hd__nor3_1 | 9 | 45.0
sky130_fd_sc_hd__a21boi_0 | 2 | 15.0
sky130_fd_sc_hd__nor4b_1 | 3 | 26.3
sky130_fd_sc_hd__nor2b_1 | 3 | 18.8
sky130_fd_sc_hd__and2_1 | 5 | 31.3
sky130_fd_sc_hd__or2_2 | 2 | 12.5
sky130_fd_sc_hd__nand2_1 | 23 | 86.3
sky130_fd_sc_hd__nor2_1 | 41 | 154
sky130_fd_sc_hd__a21oi_1 | 15 | 75.1
sky130_fd_sc_hd__nand3_1 | 19 | 95.1
sky130_fd_sc_hd__conb_1 | 2 | 7.51
sky130_fd_sc_hd__nand2b_1 | 5 | 31.3
sky130_fd_sc_hd__or4b_2 | 2 | 20.0
sky130_fd_sc_hd__buf_6 | 3 | 33.8
sky130_fd_sc_hd__o41ai_1 | 12 | 105
sky130_fd_sc_hd__o211ai_2 | 2 | 25.0
sky130_fd_sc_hd__a221oi_1 | 3 | 26.3
sky130_fd_sc_hd__or3_1 | 4 | 25.0
sky130_fd_sc_hd__and4_1 | 4 | 35.0
sky130_fd_sc_hd__xor2_1 | 9 | 78.8
sky130_fd_sc_hd__o211ai_1 | 5 | 37.5
sky130_fd_sc_hd__mux2_2 | 2 | 22.5
sky130_fd_sc_hd__inv_1 | 21 | 78.8
sky130_fd_sc_hd__a31oi_1 | 4 | 25.0
sky130_fd_sc_hd__xnor2_1 | 15 | 131
sky130_fd_sc_hd__nand4_1 | 6 | 37.5
sky130_fd_sc_hd__dfrtp_1 | 46 | 1150
sky130_fd_sc_hd__and3_1 | 5 | 31.3
sky130_fd_sc_hd__clkbuf_1 | 5 | 18.8
sky130_fd_sc_hd__edfxtp_1 | 17 | 510
sky130_fd_sc_hd__o31ai_1 | 2 | 15.0
sky130_fd_sc_hd__nor4_1 | 4 | 25.0
sky130_fd_sc_hd__o21ai_0 | 20 | 100
sky130_fd_sc_hd__mux2i_1 | 5 | 50.1
sky130_fd_sc_hd__ha_1 | 11 | 138
sky130_fd_sc_hd__o21a_1 | 2 | 15.0
sky130_fd_sc_hd__buf_4 | 10 | 75.1
[state kept, by name, indices dropped and copies added (netlist names)]
signal / flops
counter_page: 4
counter_y: 8
data_request: 1
idle_counter: 14
image: 4
last_counter: 17
lcd_data: 8
lcd_di: 1
lcd_en: 1
state: 6
[kinds of logic after synthesis]
logic type / after synthesis / share of synthesized area [%]
xor gates and xnor gates: 24 / 5.75
muxes: 7 / 1.98
and+or+nand+nor: 146 / 21.5
buffers and inverters: 40 / 5.75
DFF: 64 / 46.2
other: 2 / 0.205
adders and majority gates: 11 / 3.76
AOI/OAI and AO/OA: 78 / 14.9
[per-layer routing]
layer	track usage, %	up-vias	routed length (um)
li1	-	1402	-
met1	19.6	1312	3630
met2	21.4	47	3660
met3	2.64	4	267
met4	1.24	0	42
met5	0	-	0
[report_power, final]
part / leakage [uW] / switching (uW) / internal (uW)
combinational: 0.000764 / 99.6 / 79.4
clock: 0.000135 / 316 / 452
sequential: 0.000806 / 50.3 / 754
[stage by stage]
stage	total power (uW)	util [%]	cell area, um2
final	1750	36.7	4290
after global routing	1840	36.7	4290
after CTS	1770	36.7	4290
after detailed placement	998	34.4	4010
after global placement	997	34.4	4010
after floorplan	937	-	3660
No activity file was given, so power comes from the tool's default toggle rates.
